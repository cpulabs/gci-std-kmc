## run.sh

```bash
#!/bin/bash
# OpenROAD 26Q1-2900-gdf79404cd8, Yosys 0.63+post, stock flow scripts
make -C /OpenROAD-flow-scripts/flow DESIGN_CONFIG=/design/flow/config.mk WORK_HOME=/design/flow/orfs finish
```

## config.mk

```make
export PLATFORM = sky130hd
export DESIGN_NAME = gci_std_kmc_ps2_receiver
export DESIGN_NICKNAME = gci_std_kmc_ps2_receiver
export VERILOG_FILES = /design/flow/design.v
export SDC_FILE = /design/flow/constraint.sdc
export NUM_CORES = 4
export LEC_CHECK = 1
export CORE_AREA = 10 10 87 87
export DIE_AREA = 0 0 97 97
```

## constraint.sdc

```tcl
current_design gci_std_kmc_ps2_receiver

set clk_period 2.0
set clk_io_pct 0.2

create_clock -name clk0 -period $clk_period [get_ports {iCLOCK}]

set non_clock_inputs [all_inputs -no_clocks]
set_input_delay [expr $clk_period * $clk_io_pct] -clock clk0 $non_clock_inputs
set_output_delay [expr $clk_period * $clk_io_pct] -clock clk0 [all_outputs]
```

## design.v

```verilog
`default_nettype none
module gci_std_kmc_chatta_can_50mhz_25us(iCLOCK, inRESET, iDATA, oDATA);
	parameter N = 1;
	input iCLOCK;
	input inRESET;
	input [N-1:0] iDATA;
	output [N-1:0] oDATA;
	reg [N-1:0] bData;
	reg [5:0] counter;
	always@(posedge iCLOCK or negedge inRESET)begin
		if(!inRESET)begin
			bData <= {N{1'b0}};
			counter <= {6{1'b0}};
		end
		else begin
			counter <= counter + 6'h01;
			if(counter == 6'h00)begin
				bData <= iDATA;
			end
		end
	end  
	assign oDATA = bData;
endmodule
`default_nettype wire
`default_nettype none
module gci_std_kmc_ps2_receiver(
		input iCLOCK,
		input inRESET,
		output oPS2MOD_REQ,
		output [7:0] oPS2MOD_DATA,
		input iPS2_CLOCK,
		input iPS2_DATA
	);
	wire [7:0] wRevScancode;
	reg bHighFlag;
	reg [3:0] bState;
	reg [7:0] bPs2Scancode;
	generate
		genvar	i;
		for(i = 0; i < 8; i = i + 1)begin : BIT_REVIRCE
			assign wRevScancode[i] = bPs2Scancode[7-i];
		end
	endgenerate
	wire synthronize_psr_clk;
	wire synthronize_psr_data;
	gci_std_kmc_synchronizer #(2) PS2_SYNCHRONIZER(
		.iCLOCK(iCLOCK),
		.inRESET(inRESET),
		.iRESET_SYNC(1'b0),
		.iDATA({iPS2_CLOCK, iPS2_DATA}),
		.oDATA({synthronize_psr_clk, synthronize_psr_data})
	);
	wire ps2_clk;
	wire ps2_data;
	gci_std_kmc_chatta_can_50mhz_25us #(2) PS2_CHATTA_CAN(
		.iCLOCK(iCLOCK),
		.inRESET(inRESET),
		.iDATA({synthronize_psr_clk, synthronize_psr_data}),
		.oDATA({ps2_clk, ps2_data})
	);
	always@(posedge iCLOCK or negedge inRESET)begin
		if(!inRESET)begin
			bHighFlag <= 1'b0;
			bState <= {4{1'b0}};
			bPs2Scancode <= {8{1'b0}};
		end
		else begin
			if(bState == 4'hB)begin
				bState <= 4'h0;
				bHighFlag <= 1'b0;
			end
			else if(ps2_clk)begin
				bHighFlag <= 1'b1;
			end
			else if(bHighFlag & !ps2_clk)begin
				case(bState)
					4'h0:
						begin
							bState <= bState + {{3{1'b0}}, 1'b1};
							bHighFlag <= 1'b0;
						end
					4'h1, 4'h2, 4'h3, 4'h4, 4'h5, 4'h6, 4'h7, 4'h8:
						begin
							bState <= bState + {{3{1'b0}}, 1'b1};
							bHighFlag <= 1'b0;
							bPs2Scancode <= ((bPs2Scancode << 1) & 8'hFF) |  {7'h00, ps2_data};
						end
					4'h9:
						begin
							bState <= bState + {{3{1'b0}}, 1'b1};
							bHighFlag <= 1'b0;
						end
					default:		 
						begin
							bState <= bState + {{3{1'b0}}, 1'b1};
							bHighFlag <= 1'b0;
						end
				endcase
			end
		end
	end  
	assign oPS2MOD_REQ = (bState == 4'hB)? 1'b1 : 1'b0;
	assign oPS2MOD_DATA = (bState == 4'hB)? wRevScancode : {8{1'b0}};
endmodule
`default_nettype wire
`default_nettype none
module gci_std_kmc_synchronizer
	#(
		parameter P_N = 1
	)(
		input wire iCLOCK,
		input wire inRESET,
		input wire iRESET_SYNC,
		input wire [P_N-1:0] iDATA,
		output wire [P_N-1:0] oDATA
	);
	reg [P_N-1:0] b_buff0;
	reg [P_N-1:0] b_buff1;
	always@(posedge iCLOCK or negedge inRESET)begin
		if(!inRESET)begin
			b_buff0 <= {P_N{1'b0}};
			b_buff1 <= {P_N{1'b0}};
		end
		else if(iRESET_SYNC)begin
			b_buff0 <= {P_N{1'b0}};
			b_buff1 <= {P_N{1'b0}};
		end
		else begin
			b_buff0 <= iDATA;
			b_buff1 <= b_buff0;
		end
	end
	assign oDATA = b_buff1;
endmodule  
`default_nettype wire 
```

==> results.ini <==
[synthesis]
top_cells_by_area = dfrtp_1, mux2_2, ha_1, and2_1, xnor2_1
yosys.stat.seqShare_pct = 57.4
top_area_share_pct = 57.4
yosysTopAreaCell = dfrtp_1
yosys_cells = 83
netlist_area_mm2 = 0.00109
syn_inst = 83
ys_area_mm2 = 0.00109
ys_warn_count = 3
avgSynthCellArea_um2 = 13.1
ys_ff = 25
ys_types = 22

[place]
place_inst = 168
hpwl_mm = 1.28
port_buffers = 12
place_area_mm2 = 0.00132
place_congestion = 0.701
place_ws_ns = 0.0532

[critical_path]
crit_arrival_ns = 1.50
cp_slowest_cell = dfrtp_1
cp_max_fo = 4
critPathKind = reg -> out
crit_buf_inv = 1
critPathMaxStageDelay_ns = 0.39
cp-end-kind = output port
crit_chain = ha_2 -> and3b_2 -> and2_1 -> dlygate4sd2_1
worstSetupStartpointType = flip-flop
cp_top_family = simple AND/OR/NAND/NOR gates
cp.required_ns = 1.60

[power_and_ir_drop]
p_int_mw = 0.654
swShare_pct = 19.6
p_per_area_mw_per_mm2 = 579
power_frac_comb_pct = 2.0
p_sw_mw = 0.160
p_leak_nw = 0.766
pwr-share-seq_pct = 62.6
ir_worst_vdd_mv = 0.287
clkPwrFrac_pct = 35.4

[global_routing]
grt_usage_pct = 3.64
grt_max_degree = 26
grt.overflow.total = 0
grt_pass1_wl_mm = 2.99
antenna_found_initial = 0
grt_pass1_vias = 636

[cells_and_area]
area_delta_synth_final_pct = 29.0
fin_area_mm2 = 0.00141
final_cells = 179
drive_above_1_share_pct = 28.0

[floorplan]
fp-utilization_pct = 19.3
rows = 27
io_pins = 13
die_area_mm2 = 0.00941
core_area_mm2 = 0.00564
die_w_um = 97
die_h_um = 97

[drt]
first_iter_violations = 18
wirelength_mm = 1.85
vias = 676
viasPerCell = 3.78
wl_per_cell_um = 10.3
num_antenna_cells = 0
drc = 0
antenna_left = 0
dr.pass1.iters = 2

[final_timing]
rsz0062_at_grt = no
final_hold_viol_count = 0
setup_tns_ns = 0
finalSetupViolations = 0
drv_slew = 0
min_period_ns = 1.90
max_slew_margin_pct = 61.8
finalClockPeriodUsage_pct = 95.1
worst_pin_slew_ns = 0.572
finClkSkew_ns = 0.000735
fmax_mhz = 526
worst_slack_ns = 0.0988

[worst_hold_path]
worst_hold_path_type = reg -> reg

[cts]
clkSlewWorstSetupHoldPaths_ns = 0.08
clkLatencyLatePin_ns = 0.26
cts_sinks = 25
cts_buffer_depth = 2
cts-htree-levels = 1
numCtsBuffers = 3
tritoncts = built
cts_root_buf = clkbuf_8

[job]
drv_cap = 0
tool_warnings = 29

[run_status]
run_status = completed

==> stage by stage <==
stage	power, mW	hold WS [ns]	utilization [%]
3_3_place_gp	0.537	0.340	23.3
2_1_floorplan	0.520	0.104	-
6_report	0.814	0.353	24.9
5_1_grt	0.853	0.369	24.9
3_5_place_dp	0.537	0.335	23.3
4_1_cts	0.830	0.355	24.8
==> power by group through the flow <==
stage	Sequential [mW]	Combinational, mW	Clock, mW
CTS	0.510	0.0172	0.303
global route	0.510	0.0185	0.324
finish	0.510	0.0162	0.288
==> worst reg2reg max path: stages, from the launching register on <==
cell and delay [ns]:
dfrtp_1 0.39, buf_4 0.13, buf_4 0.13, inv_1 0.10, ha_1 0.16, nor3_1 0.05
o2bb2ai_1 0.22, nand3b_4 0.18, mux2_2 0.32
==> cells in the mapped netlist <==
cell / instances
ha_1: 6
o21ai_0: 1
nor4_1: 1
inv_1: 4
nand3b_4: 1
mux2_2: 10
nand3_1: 4
clkbuf_1: 2
xor2_1: 2
nor2_1: 1
nor3_1: 2
o2bb2ai_1: 1
nor2b_1: 2
dfrtp_1: 25
and3b_2: 1
and3_1: 1
nand2_1: 1
a21o_1: 2
nor3b_1: 1
and2_1: 9
xnor2_1: 5
o31ai_1: 1
==> path summary, 6_finish.rpt <==
kind / cells after the start / startpoint / endpoint / slack (ns)
min in group asynchronous: 2 / inRESET / PS2_CHATTA_CAN.counter[2]$_DFF_PN0_ / 0.49
max in group asynchronous: 2 / inRESET / bState[0]$_DFFE_PN0P_ / 1.28
hold reg to reg: 0 / PS2_SYNCHRONIZER.b_buff0[0]$_DFF_PN0_ / PS2_SYNCHRONIZER.b_buff1[0]$_DFF_PN0_ / 0.35
hold / removal: 0 / PS2_SYNCHRONIZER.b_buff0[0]$_DFF_PN0_ / PS2_SYNCHRONIZER.b_buff1[0]$_DFF_PN0_ / 0.35
setup / recovery: 4 / bState[0]$_DFFE_PN0P_ / oPS2MOD_DATA[7] / 0.1
setup reg to reg: 8 / bState[1]$_DFFE_PN0P_ / bPs2Scancode[1]$_DFFE_PN0P_ / 0.22
==> kinds of logic (layout without fill, tap and decap cells) <==
group	count (synthesis)	in the layout	synth area share (%)
flops	25	25	57.4
simple gates	24	25	14.4
mux	10	10	10.3
xor+xnor	7	7	5.63
fa+ha+maj	6	6	6.89
buf+inv	6	29	2.07
compound gates	5	5	3.33
==> layout make-up <==
type | count | area [um^2]
inverters | 4 | 15.0
repair buffers | 21 | 173
multi-input cells | 53 | 457
clock buffers | 3 | 41.3
flip-flops and latches | 25 | 626
well taps | 72 | 90.1
clock inverters | 1 | 5.00
fillers | 579 | 4240
==> registers in the layout, indices dropped and copies added, names as in the netlist <==
name,cells
PS2_CHATTA_CAN.bData,2
PS2_CHATTA_CAN.counter,6
PS2_SYNCHRONIZER.b_buff0,2
PS2_SYNCHRONIZER.b_buff1,2
bHighFlag,1
bPs2Scancode,8
bState,4
==> per-layer routing <==
layer / part of all wire, % / wire length, um / vias up / track usage, %
met1: 50 / 920 / 341 / 4.62
met3: 3.4 / 63 / 0 / 1.15
met5: 0 / 0 / - / 0
li1: - / - / 327 / -
met2: 47 / 867 / 8 / 6.24
met4: 0 / 0 / 0 / 0.113
==> cell usage in the layout (no fill, tap or decap), types with 2 or more instances in the layout <==
| cell | netlist | final |
|---|---|---|
| nor3_1 | 2 | 2 |
| clkdlybuf4s50_1 | 0 | 3 |
| dlygate4sd2_1 | 0 | 6 |
| xnor2_1 | 5 | 5 |
| mux2_2 | 10 | 10 |
| and2_1 | 9 | 8 |
| nand3_1 | 4 | 4 |
| buf_4 | 0 | 9 |
| clkbuf_8 | 0 | 3 |
| xor2_1 | 2 | 2 |
| ha_1 | 6 | 5 |
| a21o_1 | 2 | 2 |
| nor2b_1 | 2 | 2 |
| inv_1 | 4 | 4 |
| clkbuf_2 | 0 | 2 |
| dfrtp_1 | 25 | 25 |
| and3b_2 | 1 | 2 |
==> what timing repair did <==
action                                 4_1_cts  5_1_grt
pin swaps                                    3        1
setup buffers                                4        2
setup endpoints to repair                    9        3
endpoints found under the hold margin        0        0
gates cloned                                 1        0
hold buffers                                 0        0
gates resized                               13        3
Power figures rest on the tool's default switching activity, not on a simulated workload.

<file path="run.sh">
#!/bin/bash
# OpenROAD 26Q1-2900-gdf79404cd8, Yosys 0.63+post, stock flow scripts
make -C /OpenROAD-flow-scripts/flow DESIGN_CONFIG=/design/flow/config.mk WORK_HOME=/design/flow/orfs finish
</file>
<file path="config.mk">
export PLATFORM = sky130hd
export DESIGN_NAME = gci_std_kmc_sync_fifo
export DESIGN_NICKNAME = gci_std_kmc_sync_fifo
export VERILOG_FILES = /design/flow/design.v
export SDC_FILE = /design/flow/constraint.sdc
export NUM_CORES = 4
export LEC_CHECK = 1
export CORE_UTILIZATION = 30
</file>
<file path="constraint.sdc">
current_design gci_std_kmc_sync_fifo

set clk_period 5.4
set clk_io_pct 0.2

create_clock -name clk0 -period $clk_period [get_ports {iCLOCK}]

set non_clock_inputs [all_inputs -no_clocks]
set_input_delay [expr $clk_period * $clk_io_pct] -clock clk0 $non_clock_inputs
set_output_delay [expr $clk_period * $clk_io_pct] -clock clk0 [all_outputs]
</file>
<file path="design.v">
`default_nettype none
module gci_std_kmc_sync_fifo
	#(
		parameter N = 16,
		parameter DEPTH = 4,
		parameter D_N = 2
	)
	(
		input iCLOCK,
		input inRESET,
		input iREMOVE,
		output [D_N-1:0] oCOUNT,
		input iWR_EN,
		input [N-1:0] iWR_DATA,
		output oWR_FULL,
		output oWR_ALMOST_FULL,
		input iRD_EN,
		output [N-1:0] oRD_DATA,
		output oRD_EMPTY,
		output oRD_ALMOST_EMPTY
	);
	wire [D_N:0] count, almost_full_count;
	wire full = count[D_N];
	wire empty = (count == {D_N+1{1'b0}})? 1'b1 : 1'b0;
	wire almost_full = full || (count[D_N-1:0] == {D_N{1'b1}});
	wire almost_empty = empty || (count[D_N:0] == {{D_N{1'b0}}, 1'b1});
	reg [D_N:0] b_write_pointer;
	reg [D_N:0] b_read_pointer;
	reg [N-1:0] b_memory [0 : DEPTH-1];
	assign count = b_write_pointer - b_read_pointer;
	assign almost_full_count = (b_write_pointer + {{D_N{1'b0}}, 1'b1}) - b_read_pointer;
	always@(posedge iCLOCK or negedge inRESET)begin
		if(!inRESET)begin
			b_write_pointer <= {D_N+1{1'b0}};
			b_read_pointer <= {D_N+1{1'b0}};
		end
		else if(iREMOVE)begin
			b_write_pointer <= {D_N+1{1'b0}};
			b_read_pointer <= {D_N+1{1'b0}};
		end
		else begin
			if(iWR_EN)begin
				b_write_pointer <= b_write_pointer + {{D_N-1{1'b0}}, 1'b1};
				b_memory [b_write_pointer[D_N-1:0]] <= iWR_DATA;
			end
			if(iRD_EN)begin
				b_read_pointer <= b_read_pointer + {{D_N-1{1'b0}}, 1'b1};
			end
		end
	end  
	assign oRD_DATA = b_memory	[b_read_pointer[D_N-1:0]];
	assign oRD_EMPTY = (count == {D_N+1{1'b0}})? 1'b1 : 1'b0;	 
	assign oRD_ALMOST_EMPTY = (count == {D_N+1{1'b0}} || count == {{D_N{1'b0}}, 1'b1})? 1'b1 : 1'b0; 
	assign oWR_FULL = count[D_N];
	assign oWR_ALMOST_FULL = almost_full_count[D_N] || count[D_N]; 
	assign oCOUNT = count [D_N-1:0];
endmodule
`default_nettype wire
</file>
==> insert_results.sql <==
-- physical implementation figures
INSERT INTO impl_metrics (metric_group, metric, value, unit) VALUES
('run_status', 'run_status', 'complete, no violations', ''),
('pwr', 'leakage', '1.38', 'nW'),
('synth', 'syn-mean-instance-area', '16.6', 'sq um'),
('placed_design', 'detailedPlacementHpwl', '3.20', 'mm'),
('synth', 'synthTopCellsByArea', 'sky130_fd_sc_hd__edfxtp_1, sky130_fd_sc_hd__mux2i_1, sky130_fd_sc_hd__a222oi_1', ''),
('worst_setup_path', 'worst_setup_path_start_kind', 'flip-flop', ''),
('sta', 'skew', '3.98', 'ps'),
('worst_setup_path', 'r2r_slack', '3750', 'ps'),
('sta', 'fin_max_slew_vios', '0', ''),
('sta', 'rsz0062_at_grt', 'no', ''),
('die', 'fp_util', '0.309', ''),
('route', 'drt_pass1_iterations', '5', ''),
('worst_setup_path', 'crit_path_max_fanout', '16', ''),
('worst_setup_path', 'setup.worst_path.end_class', 'output pin', ''),
('pwr', 'power.share.switching', '0.218', ''),
('clock_network', 'cts_root_buf', 'sky130_fd_sc_hd__clkbuf_8', ''),
('synth', 'syn_area', '2840', 'sq um'),
('cells_and_area', 'final_cell_count_no_fill', '339', ''),
('route', 'routed_wirelength', '5.12', 'mm'),
('worst_setup_path', 'arrival', '2500', 'ps'),
('pwr', 'post-layout-total-power', '0.00116', 'W'),
('die', 'fp.dieArea', '9870', 'sq um'),
('route', 'drc_errors', '0', ''),
('cells_and_area', 'flow.area_growth_from_synthesis', '26.6', '%'),
('worst_setup_path', 'critical_path.top_delay_family', 'adder cells', ''),
('placed_design', 'portBuffers', '42', ''),
('flow_run', 'stage_log_warnings', '32', ''),
('clock_network', 'tritoncts', 'yes', ''),
('route', 'first_iter_violations', '82', ''),
('sta', 'period_minus_slack', '3590', 'ps'),
('global_route', 'overflow_left_after_global_routing', '0', ''),
('route', 'route.antenna.remaining_nets', '0', ''),
('route', 'highest-signal-layer', 'met4', ''),
('clock_network', 'clkSinkCount', '70', ''),
('sta', 'finalSetupTns', '0', 'ps'),
('pwr', 'clkPwrFrac', '0.341', ''),
('worst_setup_path', 'number_of_buffer_and_inverter_stages_on_the_critical_path', '2', ''),
('global_route', 'grt_first_pass_wirelength', '7.80', 'mm'),
('pwr', 'peakVddDrop', '0.234', 'mV'),
('route', 'dr_total_vias', '1543', ''),
('die', 'io_pins', '43', ''),
('clock_network', 'cts_htree_levels', '3', ''),
('synth', 'yosysCellCount', '171', ''),
('worst_setup_path', 'crit_chain', 'inv_1 > ha_1 > a222oi_1 > mux2i_1 > clkdlybuf4s50_1', ''),
('pwr', 'internal-power', '0.000906', 'W'),
('synth', 'ys_seq_share', '0.729', ''),
('sta', 'worstMarginPinSlew', '777', 'ps'),
('route', 'n_antenna_cell', '0', ''),
('sta', 'clock.fmax', '0.279', 'GHz'),
('hold_path', 'holdCritPathClass', 'flip-flop to flip-flop', ''),
('worst_setup_path', 'timing.critical_path.slowest_stage_cell', 'sky130_fd_sc_hd__ha_1', ''),
('clock_network', 'clk_latency', '330', 'ps'),
('clock_network', 'cts_max_path_buffers', '2', ''),
('synth', 'yosysTopAreaCell', 'sky130_fd_sc_hd__edfxtp_1', ''),
('global_route', 'initial_antenna_violation_count', '0', ''),
('route', 'avgRoutedWirePerCell', '15.1', 'um'),
('clock_network', 'cts_resized', '0', ''),
('route', 'drt-met1-wl', '2.23', 'mm'),
('route', 'met3WireLength', '425', 'um'),
('cells_and_area', 'layout.filler_cells', '855', ''),
('worst_setup_path', 'max_stage_delay', '640', 'ps'),
('placed_design', 'globalplace.congestion', '0.760', ''),
('die', 'rows', '35', ''),
('pwr', 'pwr-share-seq', '0.525', ''),
('worst_setup_path', 'worst-setup-path-type', 'flip-flop to output pin', ''),
('route', 'met2RoutedLength', '2.42', 'mm'),
('die', 'coreArea', '9200', 'sq um'),
('synth', 'yosysWarningCount', '2', ''),
('die', 'die-width', '99.3', 'um'),
('clock_network', 'cts.repair_timing.setup_buffer_count', '0', ''),
('synth', 'synth_cells', '171', '');
## registers in the layout (all words and copies together) (netlist names)
register,count
b_memory,64
b_read_pointer,3
b_write_pointer,3
## worst paths after layout
path,start,to,cells after the start
setup / recovery,b_read_pointer[0],oRD_DATA[8],5
hold / removal,b_write_pointer[2],b_write_pointer[2],2
setup reg to reg,b_read_pointer[1],b_read_pointer[2],4
hold reg to reg,b_write_pointer[2],b_write_pointer[2],2
max in group asynchronous,inRESET,b_read_pointer[1],1
min in group asynchronous,inRESET,b_write_pointer[1],1
## power by group through the flow
| stage | Clock (W) | Sequential [W] | Combinational [W] |
|---|---|---|---|
| 6_report | 0.000395 | 0.000609 | 0.000156 |
| 5_1_grt | 0.000427 | 0.000610 | 0.000172 |
| 4_1_cts | 0.000406 | 0.000609 | 0.000161 |
## routing by layer
metal,vias up,track usage
li1,748,-
met1,724,0.157
met2,64,0.174
met3,7,0.0493
met4,0,0.0124
met5,-,0
## kinds of logic (layout without fill, tap and decap cells)
logic type,Yosys count,in the layout,share of synthesized area
buf+inv,28,85,0.0396
simple gates,19,19,0.0312
fa+ha+maj,12,12,0.0555
compound gates,16,16,0.0563
xor+xnor,7,7,0.0216
mux,19,19,0.0669
flops,70,70,0.729
## synth_stat cells (all sizes together)
master  count
buf         6
mux2i      19
nor2        9
edfxtp     64
inv        22
and2        5
dfrtp       6
ha         11
xor2        4
fa          1
xnor2       3
nor2b       1
nor3        1
nand2       3
a222oi     16
## final cells by class
type / instances / area (sq um) / area share
repair buffers: 47 / 458 / 0.127
inverters: 22 / 82.6 / 0.0229
flip-flops and latches: 70 / 2070 / 0.576
clock inverters: 7 / 65.1 / 0.0181
clock buffers: 9 / 124 / 0.0344
multi-input cells: 73 / 658 / 0.183
well taps: 111 / 139 / 0.0386
## cell usage in the layout (no fill, tap or decap), drive strengths merged, types with 3 or more instances in the layout
cell type / synthesis / routed
buf: 6 / 5
inv: 22 / 22
ha: 11 / 11
nand2: 3 / 3
nor2: 9 / 9
edfxtp: 64 / 64
xor2: 4 / 4
clkinv: 0 / 5
dfrtp: 6 / 6
xnor2: 3 / 3
mux2i: 19 / 19
a222oi: 16 / 16
clkdlybuf4s50: 0 / 42
clkbuf: 0 / 9
and2: 5 / 5
## tightest hold or removal path, stage by stage (launching register included)
cell,delay (ps)
sky130_fd_sc_hd__dfrtp_1,370
sky130_fd_sc_hd__xor2_1,80
sky130_fd_sc_hd__nor2_1,80
## through the flow
stage                     setup slack (ps)  hold slack [ps]   util
final                                 1820              567  0.391
after global placement                2200              555  0.371
after detailed placement              2170              557  0.371
after global routing                  1670              630  0.391
after CTS                             1790              576  0.391
after floorplan                       2970              523      -
Power is estimated from default activity; no workload was simulated.
